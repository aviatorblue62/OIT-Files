[/design/flow/design.v]
module hw_5_1 (
		input wire up_dn,hold,reset,clock,
		output reg [4:0]cnt);
		reg [3:0]count;
		parameter 	s0 = 5'b00000,
					s1 = 5'b00001,
					s2 = 5'b00011,
					s3 = 5'b00111,
					s4 = 5'b01111,
					s5 = 5'b11111,
					s6 = 5'b11110,
					s7 = 5'b11100,
					s8 = 5'b11000,
					s9 = 5'b10000;  
		always @ (posedge clock or posedge reset)
		begin
			if(reset) count = 4'd0;
			else if(hold) count = count;
			else if(!hold)
			begin
				if(up_dn) 
				begin
					if(count < 4'd9)	count = count + 1;  
					else count = 4'd0;
				end
				else 
				begin
					if(count <= 4'd0) count = 4'd9;
					else if (count <= 4'd9) count = count - 1;  
				end
			end
		end
		always @ (count)
		begin
			case(count)
			4'd0:		cnt = s0;
			4'd1:		cnt = s1;
			4'd2:		cnt = s2;
			4'd3:		cnt = s3;
			4'd4:		cnt = s4;
			4'd5:		cnt = s5;
			4'd6:		cnt = s6;
			4'd7:		cnt = s7;
			4'd8:		cnt = s8;
			4'd9:		cnt = s9;	
			default:	cnt = s0;   
			endcase
		end
endmodule
[/design/flow/run.sh]
#!/bin/bash
# OpenROAD 26Q1-2900-gdf79404cd8, Yosys 0.63+post, stock flow scripts
make -C /OpenROAD-flow-scripts/flow DESIGN_CONFIG=/design/flow/config.mk WORK_HOME=/design/flow/orfs finish
[/design/flow/config.mk]
export PLATFORM = sky130hd
export DESIGN_NAME = hw_5_1
export DESIGN_NICKNAME = hw_5_1
export VERILOG_FILES = /design/flow/design.v
export SDC_FILE = /design/flow/constraint.sdc
export NUM_CORES = 4
export LEC_CHECK = 1
export CORE_AREA = 10 10 70 70
export DIE_AREA = 0 0 80 80
[/design/flow/constraint.sdc]
current_design hw_5_1

set clk_period 2.7
set clk_io_pct 0.2

create_clock -name clk0 -period $clk_period [get_ports {clock}]

set non_clock_inputs [all_inputs -no_clocks]
set_input_delay [expr $clk_period * $clk_io_pct] -clock clk0 $non_clock_inputs
set_output_delay [expr $clk_period * $clk_io_pct] -clock clk0 [all_outputs]
==> Changelog: implementation <==
## Implementation

* Crit path kind: reg2out
* Via count at 387
* Largest net degree at the start of global routing at 14
* Met3 WL post-DR at 38 um
* Drt first pass iters at 4
* Tool warnings at 29
* CP Capture Type: output pin
* Dominant logic cell types in the final layout: inv_1, nor2_1, clkdlybuf4s50_1
* RSZ-0062 raised after global routing: false
* Worst Path Arrival at 1940 ps
* WP buf/inv at 3
* Critical R2R Launch: count[0]
* Critical path's slowest cell: dfrtp_2
* Final antenna-violating net count at 0
* Die H at 80 um
* Post-CTS Setup Bufs at 0
* Slew Limit Fails at 0
* Clock transition at the registers of the reported paths at 40 ps
* Yosys cell types at 21
* Chip Width at 80 um
* Final Util at about 18%
* Static Leak at 0.249 nW
* Largest register FFs at 4
* Late-Pin Clk Latency at 230 ps
* Detailed placement HPWL at between 800 and 900 um
* Layout cells sized above 1 at 17.2%
* VDD IR-drop max at roughly 0.19 mV
* Hold-fix buffers, CTS at 0
* Adder Share, Synth at 18.7%
* Crit Reg-Reg Endpoint: count[2]
* Crit-path cells: inv_1, ha_1, inv_1, ha_1, mux2_2, clkdlybuf4s50_1
* Row cnt at 21
* Final clock skew at 0.991 ps
* CTS sink cnt at 4
* Basic Gates by Area at 19.5%
* Initial DRC Count at 51
* DRC violations left at 0
* Cell area leaders: dfrtp_1, ha_1, inv_1, nor2_1, a21oi_1
* Gp weighted congestion at 0.881
* Worst hold slack at 495 ps
* Area Overhead vs Synth at 31.3%
* R2R cell count at 7
* Max stage delay on crit path at 460 ps
* DR vias/cell at approximately 3.5
* DR WL met2 at 431 um
* Crit path DRT at 2160 ps
* Relative slew slack at 71.9%
* Setup crit start kind: flop
* Flops after synth at 4
* Cell area power density at 1090 nW/um2
* Launch point of the worst path: count[0]
* Max Used Layer: met4
* Post-Synthesis Cells at 55
* CTS tree: built
* Final Cell Area at between 600 and 700 um2
* First-pass GRT wire length at 1.71 mm
* Worst min-delay path class: in2async
* CTS buffer count at 3
* Ant diodes at 0
* Endpoints failing hold at 0
* Mux cell area share at 9.36%
* Max-cap violations at 0
* Top reg by flops: count
* Syn Std Cell Area at 468 um2
* GRT overflow at 0
* Root Driver: clkbuf_4
* Critical Path End: cnt[4]
* Aoi share at 21.1%
* H-tree depth at 1
* YS chip area at 468 um2
* Top flop regs: count (4)
* Tmin final at 2480 ps
* Metal-1 WL at 498 um
* Final period util at 91.8%
* Chip area at approximately 6400 um2
* CP max FO at 8
* Largest area contributor in the netlist: dfrtp_1
* Pre-CTS setup slack at 380 ps
* Register share after synthesis at 21.4%
* Final setup margin at 220 ps
* Number of global-route vias before repair at 378
* Stages on the worst setup path at 6
* Yosys cell count at 55
* I/O Buffers at 8
* Fmax at 0.403 GHz
* CTS Buffer Depth at 2
* Comb area leader: AND-OR/OR-AND gates
* Area after DPL at 589 um2
* Total GRT Usage at under 10%
* Initial antenna violation count at 0
* Yosys xor share at 0%
* Fp util at 13.7%
* Num ports at 9
* WL/cell at 8.86 um
* Core area at 3420 um2
* Top-area cell share at 21.4%
* Delay-heaviest family, CP: buffers and inverters
* Mean area per synthesized cell at 8.51 um2
* Routed WL at 975 um
* Yosys warns at 1
* Worst-Margin Slew at around 420 ps
* R2R setup slack at 1060 ps
* Status: finished clean
* Setup TNS at 0 ps
* Fill cells at 401
* Setup-failing EPs final at 0
==> cell type report <==
type / count / area, um2 / share of cell area, %
clock buffer: 3 / 22.5 / 3.67
tap: 46 / 57.6 / 9.37
sequential: 4 / 103 / 16.7
multi-input combinational: 41 / 322 / 52.3
timing repair buffer: 8 / 80.1 / 13.0
inverter: 8 / 30.0 / 4.89
==> what timing repair did <==
| action | in CTS | in global routing |
|---|---|---|
| hold endpoints to repair | 0 | 0 |
| endpoints found under the setup margin | 0 | 1 |
| resized | 0 | 2 |
==> cell families after synthesis <==
kind of cell / Yosys count
simple gates: 17
buf+inv: 10
flops: 4
compound gates: 14
mux: 3
fa+ha+maj: 7
==> power by group <==
group	leakage, nW	internal [mW]	switching [mW]
Combinational	0.189	0.249	0.169
Sequential	0.0456	0.0930	0.0890
Clock	0.0138	0.0495	0.0212
Total	0.249	0.391	0.279
==> how the worst min path moves through the flow <==
stage	slack, ps	endpoint
CTS	490	count[3]
global route	490	count[3]
finish	500	count[3]
==> metrics by stage <==
stage               std cells  power, mW
floorplan                  55      0.431
global placement          107      0.600
detailed placement        107      0.603
CTS                       110      0.681
global route              110      0.754
finish                    110      0.670
==> synthesized netlist by cell type <==
master and instances:
nand2_1 1, and2b_2 1, dfrtp_1 4, nand2b_2 1, nor2_1 8, o21bai_1 1, buf_2 1, buf_6 1
inv_1 8, o21ai_0 3, nor3_1 3, a211oi_1 2, mux2i_1 1, a21oi_1 5, a31oi_4 1, mux2_2 1
o211ai_1 2, mux4_2 1, nor3b_1 2, nand3_2 1, ha_1 7
==> routing by layer <==
metal / vias to the layer above / GRT usage [%]
li1: 207 / -
met1: 171 / 4.55
met2: 7 / 4.49
met3: 2 / 0.909
met4: 0 / 0.704
met5: - / 0
Power is estimated from default activity; no workload was simulated.
