==> design/flow/config.mk <==
export PLATFORM = sky130hd
export DESIGN_NAME = bcd_count
export DESIGN_NICKNAME = bcd_count
export VERILOG_FILES = /design/flow/design.v
export SDC_FILE = /design/flow/constraint.sdc
export NUM_CORES = 4
export LEC_CHECK = 1
export CORE_AREA = 10 10 70 70
export DIE_AREA = 0 0 80 80
==> design/flow/constraint.sdc <==
current_design bcd_count

set clk_period 2.7
set clk_io_pct 0.2

create_clock -name clk0 -period $clk_period [get_ports {clk}]

set non_clock_inputs [all_inputs -no_clocks]
set_input_delay [expr $clk_period * $clk_io_pct] -clock clk0 $non_clock_inputs
set_output_delay [expr $clk_period * $clk_io_pct] -clock clk0 [all_outputs]
==> design/flow/design.v <==
module bcd_count(
		input wire clk,reset,cen,updn,
		output reg [6:0]seg);
		reg [3:0]Q;
		always @ (posedge clk or posedge reset)
		begin
			if(reset) Q = 4'b0000;
			else if(!cen)
			begin
				if(updn)
				begin
					if(Q < 4'b1010) Q = Q + 1;
					else Q = 4'b0000;
				end
				else
				begin
					if(Q < 4'b1010) Q = Q - 1;
					else Q = 4'b1001;
				end
			end
		end
		always @ (Q)
		begin
			case(Q)
			4'b0000:		seg = 7'b1111110;
			4'b0001:		seg = 7'b0110000;
			4'b0010:		seg = 7'b1101101;
			4'b0011:		seg = 7'b1111001;
			4'b0100:		seg = 7'b0110011;
			4'b0101:		seg = 7'b1011011;
			4'b0110:		seg = 7'b1011111;
			4'b0111:		seg = 7'b1110000;
			4'b1000:		seg = 7'b1111111;
			4'b1001:		seg = 7'b1111011;
			default:		seg = 7'b1111110;
			endcase
		end
endmodule
==> design/flow/run.sh <==
#!/bin/bash
# OpenROAD 26Q1-2900-gdf79404cd8, Yosys 0.63+post, stock flow scripts
make -C /OpenROAD-flow-scripts/flow DESIGN_CONFIG=/design/flow/config.mk WORK_HOME=/design/flow/orfs finish
==> impl_metrics.csv <==
group,metric,value,unit
clocking,root_buffer_selected_by_cts,"sky130_fd_sc_hd__clkbuf_4",
yosys,topCellsByArea,"sky130_fd_sc_hd__dfrtp_1 22%, sky130_fd_sc_hd__ha_1 19%, sky130_fd_sc_hd__buf_6 5.0%",
yosys,yosys.area_share.xor_xnor,3.87,%
timing,timing.slew.headroom,76.0,%
die,fp-utilization,13.3,%
die,die_w,80,um
placement,final_weighted_congestion_in_routability_driven_placement,0.810,
layout,final_cell_area,603,um2
placement,detailed_place.area,581,um2
detailed_routing,first_pass_iters,3,
clocking,clock_tree.buffer_depth,2,
detailed_routing,route.vias.total,404,
global_route,grt_use_total,3.13,%
yosys,synth_top_cell_by_area,"sky130_fd_sc_hd__dfrtp_1",
layout,drive_gt1_share,9.52,%
timing,rsz0062_at_grt,"no",
detailed_routing,antenna-diode-count,0,
run,drv_cap,0,
global_route,pin_count_of_the_biggest_net_entering_global_routing,11,
detailed_routing,detail_route.wl_per_cell,9.41,um
worst_setup_path,worst_setup_path_start_kind,"register",
power_and_ir_drop,cellPowerDensity,1040,nW/um2
detailed_routing,drtIter0Drc,2,
yosys,synth_stat.cells,53,
yosys,synth_cell_types,24,
timing,drv_slew,0,
worst_setup_path,cp.required,2.16,ns
clocking,cts-buffers-inserted,3,
yosys,post_synth_ao_oa_area_fraction,24.9,%
yosys,netlist_area,453,um2
yosys,synth_async_sr_flop_share,100,%
clocking,cts_tree,"built",
worst_setup_path,crit_path_max_fo,10,
yosys,enable_flop_cells,0,
layout,layout.core_utilization,17.7,%
yosys,synthDominantCellAreaShare,22.1,%
clocking,clock_tree.htree_level_count,1,
yosys,mux_share,4.70,%
yosys,synth-main-ff-cell,"sky130_fd_sc_hd__dfrtp_1",
timing,sum_of_negative_setup_slack,0,ns
yosys,synth.yosys.chip_area,453,um2
global_route,globalRoute.totalOverflow,0,
die,rows,21,
timing,max_slew.worst_pin.slew,0.360,ns
clocking,clock_pin_slew_on_the_worst_setup_and_hold_paths,0.04,ns
yosys,netlist.top_cell.by_instances,"sky130_fd_sc_hd__ha_1",
die,io_pins,11,
layout,syn_to_final_growth,33.1,%
die,design.core.area,3420,um2
placement,dp_slack,0.441,ns
detailed_routing,vias_per_cell,3.71,
clocking,post-cts-setup-buffers,0,
yosys,syn_area_per_cell,8.55,um2
placement,dp_hpwl,850,um
yosys,netlist_instances,53,
clocking,holdBufCountCts,0,
worst_setup_path,critPathKind,"reg2out",
timing,timing.final.setup_violations,0,
die,die.size.y,80,um
timing,timing.final.crit_period,2.49,ns
timing,clock_skew,0.00527,ns
detailed_routing,detail-route-antenna-nets,0,
yosys,yosysWarnings,1,
timing,timing_hold_violations_final,0,
clocking,cts_repair_resize_count,0,
yosys,synth_flops,4,
worst_setup_path,critPathCaptureType,"primary output",
global_route,antenna_found_initial,0,
status,outcome,"completed",
timing,final_min_period_over_clock_period,92.4,%
clocking,clkSinkCount,4,
die,floorplan.die_area,6400,um2
worst_setup_path,crit_arrival,1.95,ns
power_and_ir_drop,leakage,0.000263,uW
min_path,holdCritPathClass,"in2async",
layout,stdcell_count,109,
clocking,clkLatencyLatePin,0.23,ns
detailed_routing,finalWirelength,1.03,mm
timing,maxClockFrequency,401,MHz
layout,largest_register_ffs,4,
yosys,ys_sh_adder,19.3,%
yosys,ys_top_cells_by_count,"7 x sky130_fd_sc_hd__ha_1, 4 x sky130_fd_sc_hd__a21oi_1, 4 x sky130_fd_sc_hd__dfrtp_1, 4 x sky130_fd_sc_hd__inv_1",
yosys,ys_sh_simple,12.7,%
yosys,synth-seq-area-share,22.1,%
run,warnings,31,
global_route,first_global_vias,375,
yosys,ys_top_logic_family,"AND-OR/OR-AND gates",
detailed_routing,remaining_drc_errors,0,
timing,worst_slack,0.205,ns
power_and_ir_drop,irDropWorstVdd,341,uV
placement,port_buffers,10,
placement,dp.cells,106,
global_route,first_pass_grt_wire_length,1.65,mm
metal layers:
metal,GRT usage (%),vias up,share of wire [%]
met4,0.704,0,2.3
met2,4.33,10,43
met3,1.59,2,6.9
met5,0,-,0
met1,4.19,184,48
li1,-,208,-
path summary, 6_finish.rpt:
kind | slack (ns) | depth (start not counted) | from | end
worst max register to register | 1.24 | 5 | Q[1] | Q[1]
worst max-delay path | 0.21 | 5 | Q[1] | seg[3]
worst min-delay path | 0.49 | 2 | reset | Q[3]
worst min register to register | 0.64 | 2 | Q[0] | Q[0]
max in group asynchronous | 2.05 | 2 | reset | Q[1]
min in group clk0 | 0.64 | 2 | Q[0] | Q[0]
power by group:
group          switching (uW)  total (uW)  internal (uW)
Sequential               73.8         160           86.5
Combinational             152         395            242
Clock                    22.8        72.3           49.6
Total                     249         627            378
stage by stage:
step	hold slack (ns)	total power [uW]
final	0.491	627
after global routing	0.507	700
after global placement	0.633	561
after detailed placement	0.642	564
after floorplan	0.306	390
after CTS	0.496	642
kinds of logic after synthesis:
| logic type | count (synthesis) |
|---|---|
| AND-OR/OR-AND | 17 |
| XOR/XNOR | 2 |
| adder cells (fa/ha/maj) | 7 |
| buffers and inverters | 10 |
| flip-flops | 4 |
| multiplexers | 2 |
| AND/OR/NAND/NOR | 11 |
critical path, cell delays in order, from the launching register on:
cell,delay (ns)
sky130_fd_sc_hd__dfrtp_1,0.54
sky130_fd_sc_hd__inv_2,0.12
sky130_fd_sc_hd__ha_1,0.33
sky130_fd_sc_hd__nand2b_1,0.15
sky130_fd_sc_hd__a21o_1,0.18
sky130_fd_sc_hd__clkdlybuf4s50_1,0.40
area by class of cell:
| class | instances | area [um2] |
|---|---|---|
| clock buffer | 3 | 22.5 |
| tap | 46 | 57.6 |
| multi-input combinational | 39 | 297 |
| timing repair buffer | 10 | 100 |
| sequential | 4 | 100 |
| fill | 407 | 2810 |
| inverter | 7 | 26.3 |
layout by cell type, fill, tap and decap left out, drive strengths merged:
| cell type | Yosys | routed |
|---|---|---|
| dfrtp | 4 | 4 |
| nand3b | 1 | 1 |
| xnor2 | 2 | 2 |
| inv | 7 | 7 |
| nand2b | 2 | 2 |
| o22ai | 3 | 3 |
| clkbuf | 0 | 3 |
| and3b | 1 | 1 |
| nand2 | 3 | 3 |
| ha | 7 | 7 |
| o21ai | 3 | 3 |
| mux2i | 1 | 1 |
| nor2 | 2 | 2 |
| a2bb2oi | 1 | 1 |
| a221o | 1 | 1 |
| o211ai | 1 | 1 |
| a41o | 1 | 1 |
| nand3 | 2 | 2 |
| clkdlybuf4s50 | 0 | 10 |
| o31ai | 1 | 1 |
| a21o | 2 | 2 |
| mux2 | 1 | 1 |
| a21oi | 4 | 4 |
No activity file was given, so power comes from the tool's default toggle rates.
