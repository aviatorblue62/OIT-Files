### ./run.sh
#!/bin/bash
# OpenROAD 26Q1-2900-gdf79404cd8, Yosys 0.63+post, stock flow scripts
make -C /OpenROAD-flow-scripts/flow DESIGN_CONFIG=/design/flow/config.mk WORK_HOME=/design/flow/orfs finish
### ./config.mk
export PLATFORM = sky130hd
export DESIGN_NAME = BCD_to_7SEG
export DESIGN_NICKNAME = BCD_to_7SEG
export VERILOG_FILES = /design/flow/design.v
export SDC_FILE = /design/flow/constraint.sdc
export NUM_CORES = 4
export LEC_CHECK = 1
export CORE_AREA = 10 10 70 70
export DIE_AREA = 0 0 80 80
### ./constraint.sdc
current_design BCD_to_7SEG

set clk_period 1.4
set clk_io_pct 0.2

create_clock -name clk0 -period $clk_period

set non_clock_inputs [all_inputs -no_clocks]
set_input_delay [expr $clk_period * $clk_io_pct] -clock clk0 $non_clock_inputs
set_output_delay [expr $clk_period * $clk_io_pct] -clock clk0 [all_outputs]
### ./design.v
module BCD_to_7SEG(D,a,b,c,d,e,f,g);
	input wire [3:0]D;
	output a,b,c,d,e,f,g;
	assign a = (D[1]&(~D[3])) | (~D[1]&D[3]&~D[2]) | (~D[3]&D[2]&D[0]) | (~D[3]&~D[2]&~D[0]);  
	assign b = (~D[3]&~D[2]) | (~D[2]&~D[1]) | (~D[3]&D[1]&D[0]) | (~D[3]&~D[1]&~D[0]);  
	assign c = (~D[3]&D[2]) | (~D[2]&~D[1]) | (~D[3]&D[0]);  
	assign d = (~D[2]&~D[1]&~D[0]) | (D[1]&~D[3]&~D[2]) | (~D[3]&D[1]&~D[0]) | (~D[3]&D[2]&~D[1]&D[0]) | (D[3]&~D[2]&~D[1]);  
	assign e = (~D[2]&~D[1]&~D[0]) | (~D[3]&D[1]&~D[0]);  
	assign f = (~D[3]&D[2]&~D[1]) | (~D[3]&D[2]&~D[0]) | (D[3]&~D[2]&~D[1]) | (~D[2]&~D[1]&~D[0]);  
	assign g = (~D[3]&D[2]&~D[1]) | (D[3]&~D[2]&~D[1]) | (~D[3]&~D[2]&D[1]) | (~D[3]&D[1]&~D[0]);  
	endmodule
==> results_dict.tcl <==
# yosys + openroad results
set metrics [dict create \
    crit_type "in -> out" \
    filler_cell_count 412 \
    first_iter_violations 3 \
    whs_ns 0.918 \
    area_growth_pct 128 \
    grt_max_degree 10 \
    core_mm2 0.00342 \
    grt_pass1_wl_mm 1.17 \
    p_comb_frac 1.000 \
    tns_ns 0 \
    final_cell_area_um2 388 \
    antenna_found_initial 0 \
    first_global_vias 246 \
    critPathLaunchType "input pin" \
    synth.distinct_cells 19 \
    io-pin-count 11 \
    port_buffers 11 \
    final-setup-viol-count 0 \
    top_area_frac 0.0882 \
    vias 227 \
    num_antenna_cells 0 \
    drc 0 \
    crit_path_end_kind "primary output" \
    totalWireLength_um 682 \
    synth_top_cell_by_area "nor3_1" \
    hold_violations 0 \
    gp_congestion 0.696 \
    logic_area_um2 188 \
    rsz0062_at_grt "no" \
    fin_crit_sh 0.960 \
    seq_cell_count 0 \
    syn_inst 22 \
    swShare 0.411 \
    synth_seq_share 0 \
    dp_slack_ns -0.818 \
    ir_worst_vdd_mv 0.103 \
    fmax_mhz 744 \
    drt-vias-per-instance 2.70 \
    wl_per_cell_um 8.12 \
    fp_util 0.0498 \
    cp_max_fo 5 \
    maxSlewHeadroom 0.851 \
    netlist_area_um2 170 \
    syn_area_per_cell_um2 7.73 \
    grt_util_all_layers 0.0217 \
    lay_top_count "buf_4" \
    most-common-layout-cells "9 x buf_4, 4 x clkbuf_2" \
    min_path_cells 4 \
    place_area_um2 359 \
    tightest_slew_ns 0.222 \
    die_h_um 80 \
    p_sw_uw 42.8 \
    fin_ws_ns 0.0557 \
    ys_area_um2 170 \
    cts_hold_buf 0 \
    dpl.hpwl_um 563 \
    yosysWarnings 0 \
    internal_power_uw 61.3 \
    grt_overflow 0 \
    pwr_density_cell_mw_per_mm2 268 \
    period_minus_slack_ns 1.34 \
    required_ns 1.12 \
    die-area_mm2 0.00640 \
    flop_area_um2 0 \
    cp.arrival_ns 1.06 \
    maxCapViolCount 0 \
    drv_slew 0 \
    first_pass_iters 2 \
    p_leak_nw 0.146 \
    clock_buffers 0 \
    hold_class "in -> out" \
    area_leaders "nor3_1 8.8%, nor4b_2 8.8%, o21a_4 8.8%" \
    power_frac_seq 0 \
    die_x_um 80 \
    status "finished, final reports clean" \
    ant_nets 0 \
    rows 21 \
    drive_above_1_share 0.684 \
    clkPwrFrac 0 \
    warnings 33 \
    ys_cells 22 \
]
[power groups by stage]
| stage | clock [mW] | combinational, mW | sequential (mW) |
|---|---|---|---|
| after CTS | 0 | 0.105 | 0 |
| after global routing | 0 | 0.115 | 0 |
| final | 0 | 0.104 | 0 |
[area by class of cell]
cell class | count | area share
Tap cell | 46 | 0.148
Timing Repair Buffer | 19 | 0.368
Multi-Input combinational cell | 19 | 0.484
[Yosys cell counts]
library cell,n
nor3b_2,1
o21a_1,1
a21oi_1,1
nor2_1,1
nand2b_1,2
nor4_2,1
nor3b_1,1
a21boi_0,1
and3_1,1
o21ai_0,1
buf_6,1
nor4b_2,1
nor3_1,3
or2_2,1
buf_4,1
o22ai_1,1
o21a_4,1
a221oi_1,1
buf_2,1
[layer usage]
metal | up-vias | part of all wire | GRT usage
met5 | - | 0 | 0
met4 | 0 | 0 | 0
met3 | 0 | 0.13 | 0.00909
met2 | 11 | 0.27 | 0.0289
met1 | 99 | 0.60 | 0.0330
li1 | 117 | - | -
[worst max-delay path: stages]
cell and delay, ns:
buf_4 0.14, buf_6 0.13, or2_4 0.25, o21ai_2 0.05, dlygate4sd2_1 0.21
[timing repair]
action | 4_1_cts | 5_1_grt
gates resized | 41 | 8
setup buffers | 1 | 2
pin swaps | 2 | 2
setup endpoints to repair | 7 | 6
[kinds of logic after synthesis]
group / Yosys count / synth area share
buf+inv: 3 / 0.140
compound gates: 7 / 0.324
simple gates: 12 / 0.537
[worst paths after layout]
check                 start  endpoint  slack (ns)
worst max-delay path   D[1]         c        0.06
worst min-delay path   D[0]         e        0.92
[metrics by stage]
| step | utilization | cells | total power, mW |
|---|---|---|---|
| 4_1_cts | 0.114 | 82 | 0.105 |
| 6_report | 0.114 | 84 | 0.104 |
| 3_5_place_dp | 0.105 | 82 | 0.101 |
| 5_1_grt | 0.114 | 84 | 0.115 |
| 2_1_floorplan | - | 22 | 0.0392 |
| 3_3_place_gp | 0.105 | 82 | 0.0983 |
Power is estimated from default activity; no workload was simulated.
